===== /design/flow/config.mk =====
export PLATFORM = sky130hd
export DESIGN_NAME = random
export DESIGN_NICKNAME = random
export VERILOG_FILES = /design/flow/design.v
export SDC_FILE = /design/flow/constraint.sdc
export NUM_CORES = 4
export LEC_CHECK = 1
export CORE_UTILIZATION = 30

===== /design/flow/constraint.sdc =====
current_design random

set clk_period 10.4
set clk_io_pct 0.2

create_clock -name clk0 -period $clk_period [get_ports {clk}]

set non_clock_inputs [all_inputs -no_clocks]
set_input_delay [expr $clk_period * $clk_io_pct] -clock clk0 $non_clock_inputs
set_output_delay [expr $clk_period * $clk_io_pct] -clock clk0 [all_outputs]

===== /design/flow/design.v =====
module random(
  clk,
  clk_en,
  reset,
  start,
  dataA,
  dataB,
  done,
  result,
);
input clk, reset, clk_en, start;
input [31:0] dataA, dataB;
output reg done;
output reg[31:0] result;
integer count = 0;
always @(posedge clk)
  begin
  	count = count + 1;
  	if(reset)
  		count = 0;
    if(count == 9)
        count = 0;
    else
    begin
	    if(clk_en)
	    	begin
		      result <= count;		      
		      done <= 1'b1;
	    end
    end
  end
endmodule

===== /design/flow/run.sh =====
#!/bin/bash
# OpenROAD 26Q1-2900-gdf79404cd8, Yosys 0.63+post, stock flow scripts
make -C /OpenROAD-flow-scripts/flow DESIGN_CONFIG=/design/flow/config.mk WORK_HOME=/design/flow/orfs finish

==> run notes <==
Implementation results.

During I/O placement, the number of pins put on the boundary was 101. The number of global-route vias before repair is 2040. The number of max-cap violations is 0. Yosys reported a register bit count of 64. The number of instances resized during post-cts repair is 0. Looking at the VDD voltage map, the peak drop is 0.0000619 V. The maximum number of pins on one net before global-route repair is 67. The average wire per standard cell is 13.0 microns. Switching power as a fraction of the total was reported as 0.202. The global-route wire length before repair is 9.78 mm. For reference, the final report shows the hold violation count at 0. The clock-pin transition on the worst setup and hold timing paths is 70 ps. The row count is 35. The internal power consumption is 0.000415 W. For this block, wires on met1 add up to 2.85 mm.

In the detailed route, the total length drawn on met2 is 2.60 mm. The pin slew with the least headroom to its limit is 771 ps. Total global-route track usage over all layers is 0.127. The classification of the worst setup path is in2reg. The final hold slack is 547 ps. The total overflow reported by the global router is 0.

The number of antenna diodes in the final layout is 0. The top fanout value on the critical path is 66. The number of clock buffers inserted by TritonCTS is 9. The critical path endpoint category is a register.

The logic gate share of total power is 0.038. The clock net in this run drives a total of 64 sinks. The depth of the worst register-to-register path is 9. Counting instances, the worst hold path has a depth of 2. The run finished with clean final reports. The Yosys chip area is 2860 sq um. The count of tool warnings is 90. The top layer used by detailed routing is met4. The worst setup path is launched from a primary input.

For reference, the final report shows the max-slew violation count at 0. The number of detailed-route iterations in the first pass is 4. The cts-stage hold buffer count is 0. The final count of negative-setup-slack endpoints is 0. The area of the mapped netlist is 2860 sq um. The area of the core is 9240 sq um.

The sequential element share of the synthesized area is 0.560. The worst-case max-slew headroom was logged as 0.481. The H-tree depth is 3. The number of buffers on the longest clock path is 2. On the worst path, the slowest cell contributes a delay of 540 ps. The area fraction of the largest cell type after synthesis is 0.336. Among all stages on the critical path, the largest delay is contributed by sky130_fd_sc_hd__nor4_1.

Setup repair after global routing left no endpoint under its margin. Synthesis instantiated 48 different standard cells from the library. The largest area contributor in the netlist is sky130_fd_sc_hd__edfxtp_1. The layout summary lists the proportion of cells stronger than drive strength 1 as 0.0943.

The power per cell area is 147 nW/um^2. The final routed DRC violation total is 0. Per the detail_route report, the via count comes to 2182. The required time of the worst setup path is 10480 ps.

The most frequent cell on the critical path is sky130_fd_sc_hd__buf_4. The TritonCTS clock tree is done. According to the floorplan report, the die width is 99.7 microns. The count of mapped cells out of synthesis is 279.

Of the total power, the clock network draws 0.439. The cell sequence reported for the critical path is buf_2 -> buf_4 -> nor2_1 -> nand4_1 -> nor3b_1 -> or3b_2 -> nor4_1 -> o211ai_1 -> buf_4. Counting the fill cells in the layout gives 899. The vertical die size is 99.7 microns. The final layout contains routed wiring with a total length of 5.80 mm. The layout overhead on the synthesized area is 23.6%. The switching component of the power was reported as 0.000105 W. The count of library flops with an enable pin is 32. The part of the power in registers is 0.523. Data on the critical path arrives at its endpoint at 4580 ps.

The most frequently used flop master after synthesis is sky130_fd_sc_hd__edfxtp_1. Summed over all cells, the static leakage comes to 1.12 nW. Warnings reported by Yosys during synthesis add up to 1. The post-detailed-route via-to-cell ratio is 4.88. The buffer_ports step reported a buffer count of 34.

Clock latency on the worst-skew pair, taken at its later pin, is 340 ps. The final timing summary puts the cycle share of the worst path at 0.433. The sequential cells in the finished layout cover a total of 1600 sq um. Timing would allow up to 222 MHz. For this block, the initial DRC count from the detailed router was 130. The detailed-routed wire length on met3 is 288 microns. The number of antenna violations at the first check in global routing came to 0. The root buffer cell chosen for the clock tree is sky130_fd_sc_hd__clkbuf_8. STA reports the tightest min-delay check as being of type reg2reg.

After layout, the setup clock skew is reported as 11.8 ps. The combinational gate area is 1170 sq um. The half-perimeter wire length of the detailed placement result is 3.80 mm. Ranked by total cell area, the synthesized netlist is headed by sky130_fd_sc_hd__edfxtp_1 34%, sky130_fd_sc_hd__dfxtp_1 22%, sky130_fd_sc_hd__nor2_1 5.8%. After synthesis, the share of flip-flops with an asynchronous set or reset is 0.

Routability-driven placement finished with a final weighted congestion of 0.859. The total negative slack is 0 ps. The pre-placement core utilization is 0.310.

The die covers 9930 sq um. The number of cells reported by Yosys stat comes to 279. Post-CTS timing repair inserted 0 buffers for setup.

The post-route antenna net violation count is 0. The mean area per synthesized cell is 10.3 sq um. The minimum period implied by the final worst setup slack is 4500 ps.
-- stage by stage --
step	worst slack [ps]	util	cell area, sq um	std cells	total power, W
2_1_floorplan	5620	-	2860	279	0.000285
3_5_place_dp	5550	0.360	3330	431	0.000298
6_report	5900	0.383	3540	447	0.000520
3_3_place_gp	5520	0.360	3330	431	0.000298
5_1_grt	5650	0.383	3540	447	0.000540
4_1_cts	5860	0.383	3540	447	0.000526
-- per-layer routing --
| layer | vias to the layer above | global-route usage |
|---|---|---|
| li1 | 1092 | - |
| met1 | 1016 | 0.201 |
| met2 | 68 | 0.189 |
| met3 | 6 | 0.0243 |
| met4 | 0 | 0.0238 |
| met5 | - | 0 |
-- final timing paths --
check	from	endpoint	slack [ps]
min	count[31]	count[31]	550
min reg2reg	count[31]	count[31]	550
max reg2reg	count[0]	result[25]	6790
max	reset	result[25]	5900
-- power by group through the flow --
| stage | combinational [W] | sequential, W | clock (W) |
|---|---|---|---|
| CTS | 0.0000201 | 0.000272 | 0.000233 |
| finish | 0.0000198 | 0.000272 | 0.000228 |
| global route | 0.0000222 | 0.000273 | 0.000245 |
-- sequential cells by signal (all words and copies together), names as in the netlist --
register	cells
count	32
result	32
-- area by class of cell --
| class | instances | share of cell area |
|---|---|---|
| Multi-Input combinational cell | 193 | 0.331 |
| Clock buffer | 10 | 0.0361 |
| Clock inverter | 6 | 0.0237 |
| Inverter | 7 | 0.00743 |
| Tap cell | 129 | 0.0456 |
| Timing Repair Buffer | 38 | 0.103 |
| Sequential cell | 64 | 0.453 |
-- cells by family (layout without fill, tap and decap cells) --
logic type,count (synthesis),in the layout,synth area share
buf+inv,22,61,0.0310
flops,64,64,0.560
simple gates,124,124,0.231
fa+ha+maj,1,1,0.00437
compound gates,46,46,0.108
other cells,1,1,0.00131
xor+xnor,21,21,0.0643
-- synthesized netlist by cell type (all sizes together) (2+ instances only) --
cell type	number
or4	6
edfxtp	32
a211oi	2
or2	2
o21ba	4
nor2	44
inv	7
and4	2
dfxtp	32
o21ai	8
clkbuf	10
nand3	9
nand2	11
xnor2	16
xor2	5
a311oi	2
o21a	2
nor4	12
nor3	5
o31ai	3
nand2b	2
or3	9
nor2b	3
nand4	14
buf	5
a31oi	3
a21oi	14
a21boi	2
-- critical path: cells and delay by family --
family | cells | cell delay (ps)
AND/OR/NAND/NOR | 5 | 1640
buffers and inverters | 3 | 650
AND-OR/OR-AND | 1 | 180
-- layout by cell type, fill, tap and decap left out, drive strengths merged, types with 2 or more instances in the layout --
| cell type | instances |
|---|---|
| o21ba | 4 |
| nand2b | 2 |
| edfxtp | 32 |
| o31ai | 3 |
| o21a | 2 |
| and4 | 2 |
| nor4 | 12 |
| inv | 7 |
| or3 | 9 |
| clkinv | 4 |
| nor3 | 5 |
| nand2 | 11 |
| nor2 | 44 |
| a211oi | 2 |
| dfxtp | 32 |
| a311oi | 2 |
| nand4 | 14 |
| xor2 | 5 |
| a21boi | 2 |
| or2 | 2 |
| buf | 5 |
| a31oi | 3 |
| nand3 | 9 |
| a21oi | 14 |
| clkbuf | 10 |
| clkdlybuf4s50 | 33 |
| o21ai | 8 |
| xnor2 | 16 |
| bufinv | 2 |
| or4 | 6 |
| nor2b | 3 |
Power figures rest on the tool's default switching activity, not on a simulated workload.
