## flow/config.mk

```make
export PLATFORM = sky130hd
export DESIGN_NAME = vgaDriver
export DESIGN_NICKNAME = vgaDriver
export VERILOG_FILES = /design/flow/design.v
export SDC_FILE = /design/flow/constraint.sdc
export NUM_CORES = 4
export LEC_CHECK = 1
export CORE_UTILIZATION = 30
```

## flow/constraint.sdc

```tcl
current_design vgaDriver

set clk_period 2.8
set clk_io_pct 0.2

create_clock -name clk0 -period $clk_period [get_ports {clock_50MHz}]

set non_clock_inputs [all_inputs -no_clocks]
set_input_delay [expr $clk_period * $clk_io_pct] -clock clk0 $non_clock_inputs
set_output_delay [expr $clk_period * $clk_io_pct] -clock clk0 [all_outputs]
```

## flow/design.v

```verilog
module clk50to25 (rst, clk_in, clk_out);
	input rst;
	input clk_in;
	output reg clk_out;
	always @ (posedge clk_in or posedge rst) begin
		if (rst) begin
			clk_out <= 1'b0; 
		end else begin  
			clk_out <= ~clk_out;
		end
	end
endmodule
module vgaDriver(clock_50MHz, rst, VGA_HS, VGA_VS, VGA_R, VGA_G, VGA_B, y1, y2, xb, yb, endFrame);
	input clock_50MHz;
	input rst;
	input [9:0] y1;
	input [9:0] y2;
	input [9:0] xb;  
	input [9:0] yb;
	output VGA_HS;  
	output VGA_VS;
	output endFrame;  
	output [3:0] VGA_R;  
	output [3:0] VGA_G;
	output [3:0] VGA_B;
	wire [9:0] x;  
	wire [9:0] y;  
	wire en;  
	wire rr;  
	wire gg;  
	wire bb; 
	wire frame_pulse;  
	wire clk25;  
	assign VGA_VS = frame_pulse;  
	assign VGA_R = {rr,rr,rr,rr};  
	assign VGA_G = {gg,gg,gg,gg};
	assign VGA_B = {bb,bb,bb,bb};
	clk50to25 clk50to25 (  
		.rst(rst),
		.clk_in(clock_50MHz),
		.clk_out(clk25)
	);
	vgaSync vgaSync(  
		.clk(clk25),
		.rst(rst),
		.hsync(VGA_HS),
		.vsync(frame_pulse),
		.hpos(x),
		.vpos(y),
		.pxl_en(en),
		.endFrameIn(endFrame)
	);
	vgaPxlGen vgaPxlGen (  
		.clk(clk25),
		.frame_pulse(~frame_pulse),
		.rst(rst),
		.pxl_en(en),
		.x(x),
		.y(y),
		.r(rr),
		.g(gg),
		.b(bb),
		.y1(y1),
		.y2(y2),
		.xb(xb),
		.yb(yb)
	);
endmodule
module vgaPxlGen (clk, frame_pulse, rst, pxl_en, x, y, r, g, b, y1, y2, xb, yb);
	input clk;
	input rst;
	input pxl_en;
	input frame_pulse;
	input [9:0]  x;
	input [9:0]  y;
	input [9:0] y1;
	input [9:0] y2;
	input [9:0] xb; 
	input [9:0] yb;
	output reg r;
	output reg g;
	output reg b;
	reg [9:0] p1Y;
	reg [9:0] p2Y;
	reg [9:0] bX;  
	reg [9:0] bY;
	always @ (posedge clk or posedge rst) begin
		if (rst) begin	 
			p1Y <= 10'd0;
			p2Y <= 10'd0;
			bX  <= 10'd0;
			bY  <= 10'd0;
		end else begin	 
			if (frame_pulse) begin
				p1Y <= y1;
				p2Y <= y2;
				bX  <= xb;
				bY  <= yb;
			end
		end
	end
	always @ (posedge clk or posedge rst) begin
		if (rst) begin	 
			r     <= 1'b1;
			g     <= 1'b0;
			b     <= 1'b1;
		end else begin
			if (pxl_en) begin  
				if(x >= 0 && x < 10 && y >= p1Y && y < p1Y + 80)begin  
					r <= 1'b1;
					g <= 1'b1;
					b <= 1'b1;
				end else if (x >= 630 && x < 640 && y >= p2Y && y < p2Y + 80) begin  
					r <= 1'b1;
					g <= 1'b1;
					b <= 1'b1;
				end else if (x >= bX && x < bX+10 && y >= bY && y < bY + 10) begin  
					r <= 1'b1;
					g <= 1'b1;
					b <= 1'b1;
				end else begin	 
					r <= 1'b0;
					b <= 1'b1;
					g <= 1'b0;
				end
			end else begin  
				r <= 1'b0;
				g <= 1'b1;
				b <= 1'b0;
			end
		end
	end
endmodule
module vgaSync(clk, rst, hsync, vsync, hpos, vpos, pxl_en, endFrameIn);
	input clk;
	input rst;
	output reg endFrameIn;
	output reg hsync;  
	output reg vsync; 
	output reg [9:0] hpos;  
	output reg [9:0] vpos;  
	output reg pxl_en;  
	localparam hva = 640;  
	localparam hfp = 16;
	localparam hsp = 96;
	localparam hbp = 48;
	localparam vva = 480;  
	localparam vfp = 11;
	localparam vsp = 2;
	localparam vbp = 31;
	always @ (posedge clk or posedge rst) begin
		if (rst) begin  
			hpos   <= 10'd0;
			vpos   <= 10'd0;
		end else begin
			if (hpos < (hva + hfp + hsp + hbp)) begin  
				hpos <= hpos + 10'd1;  
			end else begin
				hpos <= 10'd0;  
				if (vpos < (vva + vfp + vsp + vbp)) begin  
					if ( vpos > 470 && vpos < 481) begin
						endFrameIn <= 1'd1;
					end
					else begin
						endFrameIn <= 1'd0;
					end
					vpos <= vpos + 10'd1;  
				end else begin
					vpos <= 10'd0;  
				end
			end
		end
	end
	always @ (posedge clk or posedge rst) begin
		if (rst) begin  
			hsync  <= 1'b0;
			vsync  <= 1'b0;
		end else begin
			if ((hpos > (hva + hfp)) && (hpos <(hva + hfp +hsp))) begin  
				hsync <= 1'b0;
			end else begin
				hsync <= 1'b1;  
			end
			if ((vpos > (vva + vfp)) && (vpos < (vva + vfp +vsp))) begin  
				vsync <= 1'b0;  
			end else begin
				vsync <= 1'b1;
			end
		end
	end
	always @ (posedge clk or posedge rst) begin
		if (rst) begin  
			pxl_en <= 1'b0;
		end else begin
			if (hpos > hva || vpos > vva) begin  
				pxl_en <= 1'b0;
			end else begin  
				pxl_en <= 1'b1;
			end
		end
	end
endmodule
```

## flow/run.sh

```bash
#!/bin/bash
# OpenROAD 26Q1-2900-gdf79404cd8, Yosys 0.63+post, stock flow scripts
make -C /OpenROAD-flow-scripts/flow DESIGN_CONFIG=/design/flow/config.mk WORK_HOME=/design/flow/orfs finish
```

==> reports/notes.md <==
The tools report the hold buffer count at CTS as 0. Looking at the cell usage after synthesis, the top flip-flop cell is sky130_fd_sc_hd__dfrtp_1. The final hold violation count recorded for this run is 0. After legalization and detailed placement, the total HPWL measured 7909 um. In this run the cell area of the synthesized design comes to 4992 um^2.

The number of warnings the tools reported was 35; the number of synthesis warnings was 3. The worst VDD IR drop from the latest analysis is 0.05149 mV. Entering global routing, the biggest net connects 69 pins. The run gives 0.3109 as the core utilization before placement. The final design instance area without fill was 5710 um^2; the sequential-to-total area share from yosys stat was 0.3424.

I/O pin count: 57. The synthesized flop and latch total was 68. Before antenna repair, the detailed router went through 4 iterations.

Tightest slew margin relative to the limit: 0.5544. The horizontal die dimension reported for this design is 131 um. The latest clock arrival within the worst-skew pair was 0 ns; the number of standard cells after synthesis was 498. Fraction of layout cells with a size suffix above 1: 0.1007.

Yosys mapped the design onto 54 distinct sky130hd cell types. In this build the clock could be raised as far as 832.0 MHz. The number of register pins that no clock reaches was 67; the final routed DRC violation total was 0. The post-layout minimum cycle time was 1.202 ns. The total congestion overflow after global routing was 0.

Data arrives at the worst endpoint at 1.33 ns. Per the post-CTS timing run, clock transition at the registers of the reported paths is 0 ns. Detailed placement reports a standard cell area of 5710 um^2.

The setup TNS is 0 ns, and the total global routing track utilization is 0.1266. The detailed-route wire length was 9980 um. The final report lists the setup-violating endpoint count as 0. Detailed-route iteration 0 reported a violation count of 145. The post-layout period usage of the worst path was 0.4292. Per the run summary, max-cap violations total 0.

Post-CTS repair changed the size of 0 cells. The longest incremental delay of any stage on the critical path is reported as 0.44 ns. Setup repair after global routing left no endpoint under its margin. Count of port buffers added during placement: 56. The report lists the cells along the critical path as clkdlybuf4s50_1 -> inv_2.

The total setup buffers inserted after CTS is 0. The run gives 10.02 um^2 for the per-instance average area after synthesis. The share of flip-flops with an asynchronous set or reset was 0.9853; the first-pass GRT wire length was 17290 um. Routability-driven placement congestion ratio: 0.8540. The logs give 4992 um^2 for the yosys-reported design area after synthesis and 498 for the number of cells in Yosys stat. The final layout report lists a filler cell count of 1565. The die extent in y was 131 um. Per the run report, area growth between synthesis and finish was 14.39%.

The classification of the worst setup path was primary input to asynchronous set/reset pin. Total power normalized to cell area comes to 15.89 nW/um^2. In this run the worst hold path is classified as flip-flop to flip-flop. STA puts the critical path data required time at 2.92 ns. Among all stages on the critical path, the largest delay is contributed by sky130_fd_sc_hd__clkdlybuf4s50_1. For reference, the placement row count at floorplan is 46. The worst setup path is captured at an asynchronous set/reset pin.

The logs give 3686 for the via count of the first global-routing pass and 0 for the remaining number of nets flagged by the antenna check after routing. For the final database, setup skew stands at 0 ns. 83 endpoints have no timing constraint. The core region is 16060 um^2.

The routed layout has 3631 vias. The number of flops mapped to enable cells by yosys is 1. The routed wire length per instance is 13.27 um. The run finished with clean final reports.

The largest driver fanout on the critical path is 20. Per the detail_route report, inserted antenna diodes total 0. The worst setup path is launched from a primary input. Per STA, the worst path accumulates the most delay in the family buffers and inverters. The script reports the combined buffer and inverter count of the critical path as 2. The analysis attributes to cell leakage a power of 2.622 nW.

Counting pins that exceed their max-slew limit in the final report gives 0. Per the detail_route report, vias per standard cell equal 4.828. The actual transition at the worst max-transition pin is 0.6684 ns, and the number of antenna violations at the first check in global routing is 0.

After floorplanning, the die was sized to cover 17160 um^2.
layout by cell type, fill, tap and decap left out, types with 3 or more instances in the layout:
cell and instances:
sky130_fd_sc_hd__inv_1 52, sky130_fd_sc_hd__a21oi_1 21, sky130_fd_sc_hd__xnor2_1 23, sky130_fd_sc_hd__a221oi_1 4, sky130_fd_sc_hd__a21o_1 7, sky130_fd_sc_hd__buf_4 3
sky130_fd_sc_hd__mux2_2 40, sky130_fd_sc_hd__o21a_1 3, sky130_fd_sc_hd__a31oi_1 4, sky130_fd_sc_hd__a211oi_1 10, sky130_fd_sc_hd__clkdlybuf4s50_1 56, sky130_fd_sc_hd__dfrtp_1 65
sky130_fd_sc_hd__nand4_1 8, sky130_fd_sc_hd__nand2_1 14, sky130_fd_sc_hd__nand3_1 17, sky130_fd_sc_hd__xor2_1 10, sky130_fd_sc_hd__nor3_1 7, sky130_fd_sc_hd__a211o_1 3
sky130_fd_sc_hd__o21ai_0 22, sky130_fd_sc_hd__ha_1 79, sky130_fd_sc_hd__nor2_1 32, sky130_fd_sc_hd__o2111ai_1 6, sky130_fd_sc_hd__o211ai_1 4, sky130_fd_sc_hd__nor2b_1 4
sky130_fd_sc_hd__and3_1 7
final timing paths:
check,from,cells after the start,to,slack [ns]
min in group asynchronous,rst,2,clk50to25.clk_out,0.92
worst max-delay path,rst,2,clk50to25.clk_out,1.60
worst min-delay path,clk50to25.clk_out,2,clk50to25.clk_out,0.79
worst min register to register,clk50to25.clk_out,2,clk50to25.clk_out,0.79
max in group clk0,clk50to25.clk_out,2,clk50to25.clk_out,1.80
worst max register to register,clk50to25.clk_out,2,clk50to25.clk_out,1.80
per-stage QoR:
step	hold slack [ns]	worst slack, ns	power, mW	util	std cells
finish	0.7870	1.598	0.09074	0.3556	752
global placement	0.7990	1.571	0.09376	0.3556	752
CTS	0.8146	1.560	0.09392	0.3556	752
floorplan	0.9508	0.5602	0.02878	-	498
detailed placement	0.8176	1.563	0.09358	0.3556	752
global route	0.8499	1.475	0.09966	0.3556	752
cells in the mapped netlist, drive strengths merged, types with 2 or more instances:
master,count,area (um^2)
mux2,40,450.4
buf,17,117.6
o21ai,22,110.1
a31oi,4,25.02
nor3,7,35.03
o31ai,2,33.78
nand3,17,85.08
nor2b,4,25.02
a211o,3,26.28
and4,2,17.52
nand4,8,50.05
o32ai,2,17.52
xnor2,23,201.4
clkbuf,4,17.52
ha,79,988.5
a21oi,21,105.1
nand2b,2,12.51
nor4,2,12.51
nor3b,2,15.01
inv,53,198.9
dfrtp,65,1627
xor2,10,87.58
and2,2,12.51
o21a,3,22.52
a21o,7,52.55
dfstp,2,52.55
nand2,15,58.81
nor2,32,120.1
or3b,3,26.28
o211ai,4,30.03
a211oi,10,75.07
o221ai,2,17.52
and3,7,43.79
o2111ai,6,52.55
a221oi,4,35.03
layer usage:
metal	global-route usage	vias up	wire [um]
met5	0	-	0
met4	0.001352	0	10
met3	0.001244	2	310
met2	0.2154	55	4589
met1	0.1959	1716	5070
li1	-	1858	-
state kept, by name, summed over array words and instances, names as in the netlist:
| name | cells |
|---|---|
| vgaSync.hsync | 1 |
| vgaPxlGen.g | 1 |
| vgaPxlGen.p2Y | 10 |
| vgaPxlGen.bY | 10 |
| vgaSync.pxl_en | 1 |
| vgaPxlGen.b | 1 |
| vgaPxlGen.r | 1 |
| vgaPxlGen.bX | 10 |
| vgaSync.vsync | 1 |
| vgaSync.endFrameIn | 1 |
| vgaSync.hpos | 10 |
| vgaPxlGen.p1Y | 10 |
| vgaSync.vpos | 10 |
| clk50to25.clk_out | 1 |
where the power goes:
group	internal (mW)	total [mW]	switching, mW	leakage [nW]
Sequential	0.0140	0.0140	0	0.816
Combinational	0.0508	0.0768	0.0259	1.81
Clock	0	0	0	0
Total	0.0648	0.0907	0.0259	2.62
worst reg2reg max path, cell delays in order, from the launching register on:
cell and delay, ns:
sky130_fd_sc_hd__dfrtp_1 0.30, sky130_fd_sc_hd__buf_4 0.47, sky130_fd_sc_hd__inv_1 0.08
layout make-up:
cell class / count / area [um^2] / area share
Tap cell: 216 / 270.3 / 0.04733
Timing Repair Buffer: 59 / 583.1 / 0.1021
Inverter: 53 / 198.9 / 0.03484
Sequential cell: 68 / 1709 / 0.2993
Multi-Input combinational cell: 356 / 2949 / 0.5164
kinds of logic (layout without fill, tap and decap cells):
logic type,after synthesis,count (layout),synth area share
AOI/OAI and AO/OA,96,96,0.1323
xor gates and xnor gates,33,33,0.05789
adders and majority gates,79,79,0.1980
buffers and inverters,74,112,0.06692
DFF,68,68,0.3424
muxes,41,41,0.09223
and+or+nand+nor,107,107,0.1103
Power is estimated from default activity; no workload was simulated.
