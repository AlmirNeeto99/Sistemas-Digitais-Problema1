--- ./design.v ---
module AD(
	RESET_n, 
	CLOCK_50MHz, 
	ADC_OUT, 
	ADC_CNVST, 
	ADC_CS_N, 
	ADC_REFSEL, 
	ADC_SCLK, 
	ADC_SD, 
	ADC_UB,
	ADC_SEL,
	BUSY,
	DATA_AD0,
	DATA_AD1,
	);
	input RESET_n;
	input CLOCK_50MHz;
	input [1:0]ADC_OUT;
	output reg ADC_CNVST; 
	output ADC_CS_N; 
	output ADC_REFSEL;
	output reg ADC_SCLK;
	output ADC_SD;
	output ADC_UB;
	output ADC_SEL;
	output reg BUSY;
	output reg [7:0] DATA_AD0;
	output reg [7:0] DATA_AD1;
	assign ADC_CS_N   = 1'b0; 
	assign ADC_REFSEL = 1'b1; 
	assign ADC_SD     = 1'b0;
	assign ADC_UB     = 1'b0;
	assign ADC_SEL    = 1'b0;
	reg [1:0] counter;
	reg [2:0] latencia;
	reg [19:0] timing;
	reg [11:0] data0;
	reg [11:0] data1;
	reg [3:0]i; 
	always @ (posedge CLOCK_50MHz) 
	begin
		if (!RESET_n) begin
			ADC_SCLK    <= 1'b0;
			counter 		<= 2'd0;
		end 
		else 
		begin
			if (counter == 2'd3) 
			begin
				ADC_SCLK <= ~ADC_SCLK;
				counter	<= 2'd0;
			end
			else 
			begin
				counter <= counter + 2'd1;
			end
		end
	end
	always @ (posedge ADC_SCLK) 
	begin
		if (!RESET_n) 
		begin
			ADC_CNVST 	<= 1'b1;
			BUSY 		<= 1'b0;
			data0     	<= 12'd0;
			data1     	<= 12'd0;
			latencia  	<= 3'd0;
			timing    	<= 5'd0;
			i         	<= 4'd12;
		end 
		else 
		begin 
			if (ADC_CNVST) 
			begin
				ADC_CNVST 	<= 1'b0;
				BUSY		<= 1'b1;;
				timing    	<= 5'd0;
				latencia  	<= 3'd0;
				i         	<= 4'd12;
			end
			else 
			begin 
				if (latencia == 3'd3)  
				begin
					if(i>3'd0)
					begin
						data0[i- 1'b1] <= ADC_OUT[0];
						data1[i- 1'b1] <= ADC_OUT[1];
						i <= i - 1'b1;
					end
					else
					begin
						DATA_AD0 	<= data0[11:4];
						DATA_AD1 	<= data1[11:4];
						latencia 	<= 3'd0;
						ADC_CNVST 	<= 1'b1;
						BUSY 			<= 1'b0;
					end
				end 
				else 
				begin
					latencia <= latencia + 1'd1;
				end
			end
		end
	end
endmodule
--- ./run.sh ---
#!/bin/bash
# OpenROAD 26Q1-2900-gdf79404cd8, Yosys 0.63+post, stock flow scripts
make -C /OpenROAD-flow-scripts/flow DESIGN_CONFIG=/design/flow/config.mk WORK_HOME=/design/flow/orfs finish
--- ./config.mk ---
export PLATFORM = sky130hd
export DESIGN_NAME = AD
export DESIGN_NICKNAME = AD
export VERILOG_FILES = /design/flow/design.v
export SDC_FILE = /design/flow/constraint.sdc
export NUM_CORES = 4
export LEC_CHECK = 1
export CORE_AREA = 10 10 112 112
export DIE_AREA = 0 0 122 122
--- ./constraint.sdc ---
current_design AD

set clk_period 1.5
set clk_io_pct 0.2

create_clock -name clk0 -period $clk_period [get_ports {CLOCK_50MHz}]

set non_clock_inputs [all_inputs -no_clocks]
set_input_delay [expr $clk_period * $clk_io_pct] -clock clk0 $non_clock_inputs
set_output_delay [expr $clk_period * $clk_io_pct] -clock clk0 [all_outputs]
==> reports/qor.yml <==
outcome: "finished clean"
hold_class: "flip-flop to flip-flop"
unclocked_regs: 41
cts_tree: "built"
worstSetupEndpointType: "output port"
cp-start-kind: "flip-flop"
hold_path_end: "counter[0]"
rsz0062_at_grt: "no"
slew_headroom: 0.632
num_vias: 1192
antenna_found_initial: 0
yosys-stat-cells: 171
reg2reg_from: "ADC_SCLK"
worst-path-buf-inv: 1
gp_congestion: 0.800
grt_usage: 0.0429
ys_ff: 44
cts_setup_buffers: 0
ant_nets: 0
fp.dieW_um: 122
finalHoldViolCount: 0
die_y_um: 122
fp-utilization: 0.181
antennaDiodeCount: 0
cp_max_fo: 2
warnings: 29
fin_crit_ns: 1.35
cts_buffers: 3
untimed_endpoints: 75
min_period_over_period: 0.902
finalSetupViolCount: 0
grt_pass1_wl_mm: 5.33
cpMaxStageDelayCell: "clkdlybuf4s50_1"
first_global_vias: 1123
clkLatencyLatePin_ns: 0.22
critPathArrivalTime_ns: 1.05
viasPerCell: 3.65
portBuffers: 22
yosysWarnings: 1
crit_chain: "clkdlybuf4s50_1"
clockBufferDepth: 2
critical_path.max_stage_delay_ns: 0.48
num_rows: 37
worst_path_dominant_cell_family: "buffers and inverters"
final_cell_mix: "dfxtp_1 (28), clkdlybuf4s50_1 (22), nand2_1 (20)"
final_common_cell: "dfxtp_1"
grt.overflow.total: 0
r2r_end: "ADC_SCLK"
ys_area_um2: 1850
drc: 0
path_class: "flip-flop to output port"
ys_seq_share: 0.563
wl_per_cell_um: 9.79
holdPathStages: 1
path_clk_slew_ns: 0.03
power_density_nw_per_um2: 228
cts_root_buffer: "clkbuf_8"
h-tree-depth: 1
worst_pin_slew_ns: 0.550
syn2layout_area_growth_pct: 21.0
drtIter0Drc: 27
chipArea_um2: 14900
ff2ff_setup_slack_ns: 0.43
drive_gt1_frac: 0.0681
dp_hpwl_mm: 2.52
finClkSkew_ns: 0.00376
synthCells: 171
cp_data_required_time_ns: 1.20
syn_area_um2: 1850
fin_ws_ns: 0.147
drv_slew: 0
fin_setup_tns_ns: 0
ios: 28
dr.pass1.iters: 4
ys_types: 42
synth_area_per_cell_um2: 10.8
hold_start: "counter[0]"
drt_wl_total_mm: 3.20
pre_cts_ws_ns: 0.335
cts_hold_buf: 0
leakage_uw: 0.000768
core_um2: 10200
cap_violations: 0
max_clock_freq_ghz: 0.739
cts_resized: 0
grt_max_degree: 43
ir_drop_uv: 188
rr_worst_depth: 3
[per-layer routing]
layer | wire length [µm] | up-vias | share of wire | global-route usage
li1 | - | 635 | - | -
met1 | 1490 | 529 | 0.46 | 0.0586
met2 | 1430 | 24 | 0.45 | 0.0680
met3 | 226 | 4 | 0.071 | 0.0113
met4 | 59 | 0 | 0.018 | 0.00820
met5 | 0 | - | 0 | 0
[stage by stage]
stage | area, µm² | hold slack (ns) | utilization | power (µW) | std cells
after floorplan | 1860 | 0.403 | - | 245 | 174
after global placement | 2190 | 0.416 | 0.214 | 275 | 323
after detailed placement | 2190 | 0.419 | 0.214 | 277 | 323
after CTS | 2240 | 0.424 | 0.219 | 522 | 327
after global routing | 2240 | 0.443 | 0.219 | 543 | 327
final | 2240 | 0.422 | 0.219 | 510 | 327
[area by class of cell]
cell class              instances  area (µm²)
fillers                      1075        7990
well taps                     136         170
inverters                       5        18.8
clock buffers                   4        45.0
flip-flops and latches         44        1040
multi-input cells             113         721
repair buffers                 25         243
[flip-flops by register name, summed over array words and instances (netlist names)]
register / cells
DATA_AD0: 8
DATA_AD1: 8
data0: 8
data1: 8
i: 4
latencia: 3
counter: 2
ADC_CNVST: 1
ADC_SCLK: 1
BUSY: 1
[Yosys cell counts (all sizes together)]
| cell | count | area (µm²) |
|---|---|---|
| inv | 5 | 18.8 |
| a31oi | 3 | 18.8 |
| nor3 | 2 | 15.0 |
| or3 | 2 | 17.5 |
| ha | 7 | 87.6 |
| nand3 | 7 | 35.0 |
| edfxtp | 16 | 480 |
| nand2b | 2 | 12.5 |
| and2b | 1 | 7.51 |
| a311o | 1 | 10.0 |
| xnor2 | 3 | 33.8 |
| xor2 | 1 | 8.76 |
| conb | 2 | 7.51 |
| a22o | 1 | 10.0 |
| mux2i | 5 | 50.1 |
| a21oi | 3 | 15.0 |
| nor2 | 13 | 48.8 |
| buf | 8 | 65.1 |
| o211ai | 4 | 30.0 |
| o22ai | 8 | 50.1 |
| clkbuf | 4 | 15.0 |
| nand2 | 20 | 75.1 |
| nand4b | 1 | 8.76 |
| o21ai | 8 | 47.6 |
| and3b | 1 | 8.76 |
| and2 | 2 | 12.5 |
| nand3b | 1 | 7.51 |
| a211o | 1 | 8.76 |
| dfxtp | 28 | 561 |
| a211oi | 2 | 20.0 |
| nor3b | 4 | 30.0 |
| nor2b | 2 | 12.5 |
| and3 | 2 | 12.5 |
| or2b | 1 | 7.51 |
[power breakdown]
part / switching [µW] / total, µW / internal (µW)
sequential: 7.72 / 186 / 178
clock: 56.8 / 238 / 182
combinational: 51.6 / 86.0 / 34.4
[worst max path at each step]
stage | startpoint | to | cells after the start
final | ADC_SCLK | ADC_SCLK | 1
after global routing | ADC_SCLK | ADC_SCLK | 1
after CTS | ADC_SCLK | ADC_SCLK | 1
[logic make-up after synthesis]
kind of cell,count (synthesis),synth area share
flops,44,0.563
mux,5,0.0271
buf+inv,17,0.0534
other cells,2,0.00406
simple gates,61,0.168
fa+ha+maj,7,0.0474
compound gates,31,0.114
xor+xnor,4,0.0230
Power and IR drop assume default switching activity.
